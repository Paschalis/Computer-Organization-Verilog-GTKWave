## ./constraint.sdc

```tcl
current_design ask4

set clk_period 1.3
set clk_io_pct 0.2

create_clock -name clk0 -period $clk_period [get_ports {clk}]

set non_clock_inputs [all_inputs -no_clocks]
set_input_delay [expr $clk_period * $clk_io_pct] -clock clk0 $non_clock_inputs
set_output_delay [expr $clk_period * $clk_io_pct] -clock clk0 [all_outputs]
```

## ./design.v

```verilog
`timescale 1ns/1ps
module ask4 (output reg out, input wire clk, reset, in);
    reg [2:0]state;
    parameter A=3'b000, B=3'b001, C=3'b010, D=3'b011, E=3'b100;
    always @(posedge clk or negedge reset)
        if(reset==1'b0)
            begin
                state=A;
                out=0;
            end  
        else
            begin
                case (state)
                    A:
                        begin
                            out=0;
                            if(in==0) state=C;
                            else state=E;
                        end
                    B:
                        begin
                            out=0;
                            if(in==0) state=D;
                            else state=C;
                        end
                    C:
                        begin
                            out=1;
                            if(in==0) state=E;
                            else state=B;
                        end
                    D:
                        begin
                            out=1;
                            if(in==0) state=B;
                            else state=A;
                        end  
                    E:
                        begin
                            out=1;
                            if(in==0) state=A;
                            else state=D;
                        end 
                    default: state=A;
                endcase
            end
endmodule
```

## ./config.mk

```make
export PLATFORM = sky130hd
export DESIGN_NAME = ask4
export DESIGN_NICKNAME = ask4
export VERILOG_FILES = /design/flow/design.v
export SDC_FILE = /design/flow/constraint.sdc
export NUM_CORES = 4
export LEC_CHECK = 1
export CORE_AREA = 10 10 70 70
export DIE_AREA = 0 0 80 80
```

## ./run.sh

```bash
#!/bin/bash
# OpenROAD 26Q1-2900-gdf79404cd8, Yosys 0.63+post, stock flow scripts
make -C /OpenROAD-flow-scripts/flow DESIGN_CONFIG=/design/flow/config.mk WORK_HOME=/design/flow/orfs finish
```

==> run summary <==
Implementation summary

Global routing finished with a remaining overflow of 0. The boundary pin count is 4. For this run, design rule violations remaining after detail routing come to 0. TritonCTS built the clock tree. The number of search-and-repair iterations in the first detailed-routing pass is 1. In the routed layout, each cell is associated on average with a via count of 2.00.

The global-route wire length before repair is 641 um. The number of distinct library cell variants in the gate-level netlist after synthesis is 5. Per the slew report, the remaining headroom to the max-slew limit stands at 0.834. The signal on the critical path passes through dlygate4sd2_1. On the final layout, the worst hold slack is 0.246 ns. In this run the remaining antenna-violating nets after routing total 0. The part of the Yosys area used for sequential elements is 0.680. The chip area estimate from yosys synthesis is 223 sq um.

The number of hold violations in the final report is 0. Counting flops and latches in the post-synthesis netlist gives 6. The data required time at the worst endpoint is roughly 1.0 ns.

The TritonCTS sink count is 6. In this run the maximum-capacitance check reported violations numbering 0. The clock slew seen by the registers of the worst setup and hold paths is 0.05 ns. The wire length recorded after detailed routing is 371 um. The utilization after layout is 0.100. The routed length per instance is 5.54 um. Looking at the clock tree report, the H-tree level count equals 1. The vias after detailed routing is 134. In the synthesized netlist, the cells that appear most often are 5 x dfrtp_1, 5 x mux2_1, 1 x a2111o_1, 1 x dfstp_2, 1 x nor2_1.

The number of enable-type register cells in the synthesized netlist is 0. Counting every instance in the synthesized netlist gives 13. The maximum count of clock buffers along a single path is 2. The synthesis report lists the most area-consuming cells as dfrtp_1 56%, mux2_1 25%, dfstp_2 12%. The global routing usage summed across all routing layers is 0.0128. The classification of the worst setup path is reg -> out. The cell type group with the largest total delay on the critical path is flip-flops. The tree is rooted in a clkbuf_4. The number of buffers inserted during clock tree synthesis is 3.

The dominant synthesized flop cell is dfrtp_1. The full die area is 0.00640 sq mm. At the worst endpoint, the arrival time is 0.84 ns.

Setup repair after global routing left no endpoint under its margin. Per the timing report, the biggest fanout along the worst path comes to 2. The total cells reported by yosys after synthesis is 13. The nature of the critical path startpoint is a register. The power density relative to cell area is 1110 mW/mm^2. STA classifies the critical path endpoint as an output pin.

Per the OpenROAD floorplan log, the width of the die is 80 um. The number of buffer and inverter stages on the critical path is 1. For the pin with the worst max-slew slack, the measured transition is 0.248 ns. The synthesized area is between 200 and 250 sq um. The number of antenna violations at the first check in global routing is 0.

The run finished with clean final reports. The setup TNS is 0 ns. The share of the core area taken by cells at floorplan is 0.0652. After filler insertion, the fill cell instance count of the layout stands at a little over 400. The final weighted congestion of routability-driven global placement is 0.643. The total setup violations reported at the end of the flow is 0.

The static leakage is 0.161 nW. The multi-input combinational cells in the finished layout cover a total of 71.3 sq um. The quantity of I/O buffers inserted on ports is 3.

Between clock sinks in the finished design, the worst skew comes to just under 0.006 ns. The cell with the largest stage delay on the worst path is dfrtp_1. The final antenna diode tally reported by the flow is 0. The largest stage delay on the critical path is 0.36 ns. The count of warning messages emitted by the tools is 25. In this build the clock could be raised as far as between 900 and 1000 MHz. The worst min-delay path category is in -> async. Registers take 151 sq um. For the finished layout, the period the worst path requires is 1.10 ns.

For reference, the final report shows the max-slew violation count at 0. The area fraction of the largest cell type after synthesis is 0.562. Averaged over all synthesized cells, the footprint is 17.1 sq um. The fraction of final layout cells sized beyond drive strength 1 is 0.238. The standard-cell row count is 21. After the first detailed-routing iteration, the DRC count stood at 0.

Counting the warning lines in the Yosys log gives 1. The maximum vdd drop is approximately 270 uV. The later pin in the worst-skew pair is clocked with a latency of 0.24 ns. The core region is 0.00342 sq mm. In the synthesized netlist the async set-or-reset flop fraction comes to 1.00. The post-layout period usage of the worst path is 0.848.

The via count of the first global-routing pass is 150. According to the floorplan report, the die height is about 80 um. Entering global routing, the biggest net connects 7 pins. The cell type with the highest aggregate area in the netlist is dfrtp_1. The layout-stage area growth over the synthesis result is 53.9%.
-- cells in the final DEF (no fill, tap or decap) --
master,netlist,final
clkbuf_1,0,1
dfstp_2,1,1
clkdlybuf4s50_1,0,2
clkbuf_4,0,3
dlygate4sd2_1,0,1
a2111o_1,1,1
buf_4,0,1
nor2_1,1,1
mux2_1,5,5
dfrtp_1,5,5
-- power by group --
part | switching, mW | total, mW | internal [mW]
combinational | 0.00588 | 0.0129 | 0.00700
clock | 0.0639 | 0.180 | 0.116
sequential | 0 | 0.188 | 0.188
total | 0.0698 | 0.380 | 0.311
-- final cells by class --
type                    count  area share
clock buffers               4      0.0766
multi-input cells           7       0.208
repair buffers              4       0.106
well taps                  46       0.168
flip-flops and latches      6       0.442
-- sequential cells by signal, summed over array words and instances (netlist names) --
| register | count |
|---|---|
| state | 5 |
| out | 1 |
-- stage by stage --
| stage | setup slack [ns] | power (mW) | instance area (sq um) | instances |
|---|---|---|---|---|
| 2_1_floorplan | 0.246 | 0.192 | 223 | 13 |
| 5_1_grt | 0.160 | 0.404 | 343 | 67 |
| 4_1_cts | 0.177 | 0.390 | 343 | 67 |
| 3_5_place_dp | -0.0396 | 0.203 | 310 | 62 |
| 3_3_place_gp | -0.0174 | 0.203 | 310 | 62 |
| 6_report | 0.198 | 0.380 | 343 | 67 |
-- final timing paths --
check                          from  slack [ns]  endpoint  depth (start not counted)
setup / recovery                out        0.20       out                          1
max in group asynchronous     reset        0.79  state[0]                          1
hold reg to reg            state[1]        0.50       out                          1
min in group clk0          state[1]        0.50       out                          1
setup reg to reg           state[0]        0.21       out                          2
hold / removal                reset        0.25  state[3]                          1
-- timing repair --
action,CTS,global route
hold endpoints to repair,0,0
setup endpoints to repair,1,0
buffers inserted,1,0
hold buffers,0,0
resized,1,0
-- routing by layer --
layer  wire length, um  vias to the layer above  GRT usage
li1                  -                       62          -
met1               115                       65    0.00942
met2               204                        3     0.0217
met3                25                        4    0.00909
met4                25                        0     0.0106
met5                 0                        -          0
-- cell families (layout without fill, tap and decap cells) --
| group | count (synthesis) | after routing | share of synthesized area |
|---|---|---|---|
| DFF | 6 | 6 | 0.680 |
| muxes | 5 | 5 | 0.253 |
| AOI/OAI and AO/OA | 1 | 1 | 0.0506 |
| and+or+nand+nor | 1 | 1 | 0.0168 |
| buffers and inverters | 0 | 8 | 0 |
Power and IR drop assume default switching activity.
