==> flow/design.v <==
`timescale 1ns / 1ps
module dff16_SyncReset (clock, CE, d, q, reset);
	input clock;
	input CE;
	input [15:0] d;
	input reset;
	output reg [15:0] q; 
always @ (posedge clock)
	begin
		if(!reset) 
			q <= 16'b0000000000000000; 
		else
			if ( CE == 1)
				q <= d;	
	end
endmodule
==> flow/run.sh <==
#!/bin/bash
# OpenROAD 26Q1-2900-gdf79404cd8, Yosys 0.63+post, stock flow scripts
make -C /OpenROAD-flow-scripts/flow DESIGN_CONFIG=/design/flow/config.mk WORK_HOME=/design/flow/orfs finish
==> flow/config.mk <==
export PLATFORM = sky130hd
export DESIGN_NAME = dff16_SyncReset
export DESIGN_NICKNAME = dff16_SyncReset
export VERILOG_FILES = /design/flow/design.v
export SDC_FILE = /design/flow/constraint.sdc
export NUM_CORES = 4
export LEC_CHECK = 1
export CORE_AREA = 10 10 76 76
export DIE_AREA = 0 0 86 86
==> flow/constraint.sdc <==
current_design dff16_SyncReset

set clk_period 1.1
set clk_io_pct 0.2

create_clock -name clk0 -period $clk_period [get_ports {clock}]

set non_clock_inputs [all_inputs -no_clocks]
set_input_delay [expr $clk_period * $clk_io_pct] -clock clk0 $non_clock_inputs
set_output_delay [expr $clk_period * $clk_io_pct] -clock clk0 [all_outputs]
==> impl_metrics.ini <==
; generated from flow reports
[sta]
rsz0062_at_grt = false
skew_ns = 0
fmax_ghz = 0.9743
slew_headroom_pct = 90.61
min_period_ns = 1.026
setup_viol = 0
worst_slack_ns = 0.07360
drv_slew = 0
finalHoldViolations = 0
fin_crit_sh_pct = 93.31
worst_pin_slew_ns = 0.1370

[cells_and_area]
syn2layout_area_growth_pct = 76.22
top_regs = q: 16 flops
drive_gt1_share_pct = 26.97
lay_top_cells = clkdlybuf4s50_1 (18), nor2b_1 (16), dlygate4sd2_1 (16), dfxtp_2 (16), mux2i_1 (15)
largest-register = q
layout_top_cell = clkdlybuf4s50_1
fin_util_pct = 26.36
largest_reg_flops = 16

[logic_synthesis]
ys_warn_count = 1
synthCells = 51
postSynthSeqShare_pct = 52.03
top_cell_area_share_pct = 52.03
syn_area_per_cell_um2 = 12.07
yosysTopAreaCell = dfxtp_1
area_leaders = dfxtp_1 (52%), mux2i_1 (26%), nor2b_1 (16%)
yosys_area_um2 = 615.6
syn_area_um2 = 615.6
ys.flops = 16
yosys.cell_types.count = 6
ys_cells = 51

[setup_path]
path_cells = clkdlybuf4s50_1, buf_6, mux2i_2, nor2b_1
crit_path_end_kind = register
critPathLaunchType = input pin
r2r_slack_ns = 0.47
critPathRequiredTime_ns = 1.24
crit_slowest_cell = clkdlybuf4s50_1
crit_arrival_ns = 1.17
slowest_delay_ns = 0.51
worst-setup-path-type = in2reg
path_max_fanout = 8

[grt]
grt_pass1_vias = 521
grt_antenna_before_repair = 0
grt_overflow = 0
grt_first_pass_wirelength_um = 2746
track_usage_pct = 4.558
grt_max_degree = 17

[power]
internal-power_mw = 1.082
vdd_drop_max_mv = 0.3849
cellLeakagePower_nw = 0.4945
fin_total_pwr_mw = 1.361
p_switching_mw = 0.2785
seqPwrFrac_pct = 46.7
power.density_nw_per_um2 = 1254
pwr-share-comb_pct = 14.9
clockPowerShare_pct = 38.4
swShare_pct = 20.47

[place]
pre_cts_slack_ns = -0.2018
port_buffers = 34
dp_hpwl_um = 1327
routabilityCongestion = 0.7733

[floorplanning]
die_w_um = 86
initial_utilization_pct = 14.96
top_level_ports = 35
core_area_um2 = 4115
die_area_um2 = 7396
die_h_um = 86
num_rows = 23

[drt]
first_pass_iters = 2
wl_um = 1695
drtIter0Drc = 12
vias_per_cell = 3.374
wl_per_cell_um = 12.19
drc = 0
antenna_cells = 0
ant_nets = 0
routed-via-count = 469

[clocking]
cts_tree = yes
cts.sinks = 16
clock_latency_ns = 0.24
cts_resized = 32
cts_setup_buffers = 0
path_clk_slew_ns = 0.07
numCtsBuffers = 3
root_buffer = clkbuf_8
cts_buffer_depth = 2
cts_max_level = 1
cts_hold_buf = 0

[hold_path]
hold_class = reg2reg

[run]
log.warning_count = 25
drv_cap = 0

[status]
outcome = completed
==> worst max-delay path: cells and delay by family <==
kind | cells | cell delay (ns)
buffers and inverters | 2 | 0.68
and+or+nand+nor | 1 | 0.06
muxes | 1 | 0.21
==> per-layer routing <==
metal / vias to the layer above / share of wire [%] / global-route usage [%]
li1: 245 / - / -
met1: 211 / 43 / 5.899
met2: 11 / 50 / 7.235
met3: 2 / 6.7 / 1.716
met4: 0 / 0.29 / 0.5988
met5: - / 0 / 0
==> power by group through the flow <==
stage,clock network [mW],registers [mW],logic (mW)
CTS,0.549,0.635,0.203
global route,0.588,0.640,0.224
finish,0.523,0.635,0.202
==> synthesized netlist by cell type <==
cell type and number:
buf_6 1, mux2i_1 16, buf_12 1, clkbuf_1 1, dfxtp_1 16, nor2b_1 16
==> cells by family (layout without fill, tap and decap cells) <==
| group | after synthesis | after routing | synth area share (%) |
|---|---|---|---|
| buf+inv | 3 | 41 | 5.690 |
| flops | 16 | 16 | 52.03 |
| simple gates | 16 | 16 | 16.26 |
| mux | 16 | 16 | 26.02 |
==> through the flow <==
stage / setup TNS [ns] / hold WS [ns] / instance area (um2) / cells
after global routing: 0 / 0.5350 / 1085 / 139
final: 0 / 0.5017 / 1085 / 139
after detailed placement: -2.911 / 0.5054 / 1018 / 135
after CTS: 0 / 0.5097 / 1074 / 139
after floorplan: 0 / 0.3482 / 615.6 / 51
after global placement: -2.588 / 0.5032 / 1018 / 135
==> layout make-up <==
type	count	area [um2]
fill	444	3030
timing repair buffer	37	362.8
sequential	16	340.3
multi-input combinational	32	264.0
tap	50	62.56
clock buffer	4	55.05
==> final timing paths <==
kind | end | startpoint | cells after the start
hold / removal | q[15] | q[15] | 2
setup / recovery | q[5] | CE | 4
hold reg to reg | q[15] | q[15] | 2
setup reg to reg | q[5] | q[5] | 2
Power figures rest on the tool's default switching activity, not on a simulated workload.
