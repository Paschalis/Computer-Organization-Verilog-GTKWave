==> flow/design.v <==
module half_adder(output wire Sum, Cout, input wire A,B);
xor U0 (Sum, A, B);
and U1 (Cout, A, B);
endmodule
module full_adder(output wire Sum, Cout, input wire A, B, Cin);
    wire ha_1_sum, ha_1_cout, ha_2_cout;
    half_adder U0(.Sum(ha_1_sum), .Cout(ha_1_cout), .A(A), .B(B));
    half_adder U1(.Sum(Sum), .Cout(ha_2_cout), .A(ha_1_sum), .B(Cin));
    or U2(Cout, ha_2_cout, ha_1_cout);
endmodule    
module ripple_carry(
    output wire [7:0] Sum,
    output wire Cout, 
    input wire [7:0] A, B);
    wire c1, c2, c3, c4, c5, c6, c7;  
    full_adder U0(.Sum(Sum[0]), .Cout(c1), .A(A[0]), .B(B[0]), .Cin(1'b0));
    full_adder U1(.Sum(Sum[1]), .Cout(c2), .A(A[1]), .B(B[1]), .Cin(c1));
    full_adder U2(.Sum(Sum[2]), .Cout(c3), .A(A[2]), .B(B[2]), .Cin(c2));
    full_adder U3(.Sum(Sum[3]), .Cout(c4), .A(A[3]), .B(B[3]), .Cin(c3));
    full_adder U4(.Sum(Sum[4]), .Cout(c5), .A(A[4]), .B(B[4]), .Cin(c4));
    full_adder U5(.Sum(Sum[5]), .Cout(c6), .A(A[5]), .B(B[5]), .Cin(c5));
    full_adder U6(.Sum(Sum[6]), .Cout(c7), .A(A[6]), .B(B[6]), .Cin(c6));
    full_adder U7(.Sum(Sum[7]), .Cout(Cout), .A(A[7]), .B(B[7]), .Cin(c7));
endmodule
==> flow/run.sh <==
#!/bin/bash
# OpenROAD 26Q1-2900-gdf79404cd8, Yosys 0.63+post, stock flow scripts
make -C /OpenROAD-flow-scripts/flow DESIGN_CONFIG=/design/flow/config.mk WORK_HOME=/design/flow/orfs finish
==> flow/config.mk <==
export PLATFORM = sky130hd
export DESIGN_NAME = ripple_carry
export DESIGN_NICKNAME = ripple_carry
export VERILOG_FILES = /design/flow/design.v
export SDC_FILE = /design/flow/constraint.sdc
export NUM_CORES = 4
export LEC_CHECK = 1
export CORE_AREA = 10 10 70 70
export DIE_AREA = 0 0 80 80
==> flow/constraint.sdc <==
current_design ripple_carry

set clk_period 8.4
set clk_io_pct 0.2

create_clock -name clk0 -period $clk_period

set non_clock_inputs [all_inputs -no_clocks]
set_input_delay [expr $clk_period * $clk_io_pct] -clock clk0 $non_clock_inputs
set_output_delay [expr $clk_period * $clk_io_pct] -clock clk0 [all_outputs]
==> flow_metrics.tcl <==
# collected from the flow reports
set metrics [dict create \
    endpoint_kind "output pin" \
    power.density_nw_per_um2 60.8 \
    layout-drive-gt1-share_pct 0 \
    drv_cap 0 \
    min_path_type "input pin to output pin" \
    min_delay_path_depth 3 \
    rsz0062_at_grt "false" \
    yosysChipArea_um2 231 \
    gp_congestion 0.783 \
    path_max_fanout 1 \
    p_leak_nw 0.185 \
    syn2layout_area_growth_pct 107 \
    netlist_top_cells_count "buf_4, fa_1, inv_1" \
    warnings 32 \
    yosysWarnings 0 \
    seq_area_um2 0 \
    startpoint_type "input pin" \
    worstMarginPinSlew_ns 0.0959 \
    ys_cells 21 \
    fillers 390 \
    peakVddDrop_v 0.0000203 \
    hpwl_um 683 \
    n_clock_buffer 0 \
    area_leaders "fa_1, buf_4, inv_1" \
    top_area_cell "fa_1" \
    drc_errors 0 \
    num_vias 189 \
    fin_cells 84 \
    yosys.area.top_type_share_pct 60.5 \
    cp_data_required_time_ns 6.72 \
    dp.cells 84 \
    slew_headroom_pct 93.6 \
    post_cts_resize_count 0 \
    status "completed" \
    die_area_um2 6400 \
    ant_nets 0 \
    core_util_floorplan_pct 6.78 \
    cts_hold_buf 0 \
    grt_pass1_vias 230 \
    track_usage_pct 2.00 \
    antenna_found_initial 0 \
    slowest_delay_ns 0.46 \
    viasPerCell 2.25 \
    grt.overflow.total 0 \
    syn_inst 21 \
    core_um2 3420 \
    final_util_pct 14.0 \
    setup_viol 0 \
    worstSetupPathType "input pin to output pin" \
    timing.final.max_slew_violations 0 \
    synth.avg_cell_area_um2 11.0 \
    grt_pass1_wl_um 1050 \
    hp-start "B[0]" \
    post-cts-setup-buffers 0 \
    diodes 0 \
    cp_cell_sequence "clkdlybuf4s50_1 -> ha_1 -> fa_1 -> fa_1 -> fa_1 -> fa_1 -> fa_1 -> fa_1 -> inv_1 -> fa_1 -> inv_1 -> clkdlybuf4s50_1" \
    io_buffers 25 \
    post-route-min-period_ns 7.27 \
    row_count 21 \
    setup_tns_ns 0 \
    ys_seq_share_pct 0 \
    first_iter_violations 0 \
    whs_endpoint "Sum[0]" \
    hold_viol_final 0 \
    dr.pass1.iters 1 \
    drt-wirelength-per-cell_um 8.14 \
    critPathMostFrequentCell "fa_1" \
    fin_crit_sh_pct 86.5 \
    dieHeight_um 80 \
    fmax_mhz 138 \
    fp.dieW_um 80 \
    crit_slowest_cell "clkdlybuf4s50_1" \
    arrival_ns 5.59 \
    grt_max_degree 2 \
    pin_count 25 \
    seq_cells 0 \
    synth.distinct_cells 4 \
    most_common_cell "buf_4" \
    p_total_uw 29.2 \
    wl_um 684 \
    netlist_area_um2 231 \
]
-- report_power, final --
| part | switching (mW) | internal [mW] |
|---|---|---|
| sequential | 0 | 0 |
| combinational | 0.00717 | 0.0220 |
| clock | 0 | 0 |
| total | 0.00717 | 0.0220 |
-- how the worst max path moves through the flow --
| stage | start | to | slack [ns] | depth (start not counted) |
|---|---|---|---|---|
| after global routing | B[0] | Sum[7] | 0.92 | 12 |
| final | A[0] | Sum[7] | 1.13 | 12 |
| after CTS | A[0] | Sum[7] | 1.09 | 12 |
-- layout by cell type (no fill, tap or decap) --
| master | Yosys | routed |
|---|---|---|
| fa_1 | 7 | 7 |
| ha_1 | 1 | 1 |
| clkdlybuf4s50_1 | 0 | 25 |
| inv_1 | 5 | 5 |
-- critical path, delay by kind of cell --
kind                     cells  cell delay (ns)
adder cells (fa/ha/maj)      8             2.91
buffers and inverters        4             0.99
-- routing by layer --
metal | vias up | wire length, um | share of wire, % | track usage, %
met5 | - | 0 | 0 | 0
met4 | 0 | 0 | 0 | 0
met1 | 81 | 316 | 46 | 2.82
met2 | 23 | 196 | 29 | 2.57
met3 | 0 | 171 | 25 | 1.36
li1 | 85 | - | - | -
-- cell type report --
cell class	instances	area (um2)	area share [%]
repair buffers	25	250	52.2
multi-input cells	8	153	31.9
well taps	46	57.6	12.0
inverters	5	18.8	3.92
-- kinds of logic after synthesis --
kind of cell	count (synthesis)	synth area share, %
adders and majority gates	8	65.9
buffers and inverters	13	34.1
-- stage by stage --
| step | hold WS (ns) | area (um2) | worst slack [ns] |
|---|---|---|---|
| 2_1_floorplan | 3.53 | 231 | 2.01 |
| 3_3_place_gp | 4.39 | 479 | 1.10 |
| 3_5_place_dp | 4.39 | 479 | 1.09 |
| 4_1_cts | 4.40 | 479 | 1.09 |
| 5_1_grt | 4.42 | 479 | 0.920 |
| 6_report | 4.40 | 479 | 1.13 |
